==> design/flow/design.v <==
module down_clk
(
        input wire chosen_clk,                                           
        input wire i_wb_rst,                                             
        input wire [15:0] divisor_reg,                                   
        output wire slow_clk                                             
);
        reg [15:0] divisor_reg_sync;
        wire zero_flag = divisor_reg_sync == 0;                          
        wire one_flag = divisor_reg_sync == 1;                           
        wire enable = (!zero_flag && !one_flag);                         
        wire odd_flag = divisor_reg_sync[0];                             
        wire [14:0] divisor_reg_sync_shifted = divisor_reg_sync >> 1;    
        reg [14:0] count;                                                
        reg slow_clk_calc;                                               
        assign slow_clk = (zero_flag | one_flag )? chosen_clk : slow_clk_calc;
        always@(posedge chosen_clk or posedge i_wb_rst)
            if(i_wb_rst)    divisor_reg_sync <= 0;
            else            divisor_reg_sync <= divisor_reg;
        always@(posedge chosen_clk or posedge i_wb_rst)
            begin
                if(i_wb_rst)
                    begin
                        count <= 0;                          
                        slow_clk_calc <= 0;                  
                    end
                else if(enable)
                    begin
                        if(!odd_flag && count == divisor_reg_sync_shifted-1)     
                            begin
                                count <= 0;                                      
                                slow_clk_calc <= ~slow_clk_calc;                 
                            end
                        else if(odd_flag)                                        
                            begin
                                if(((count == divisor_reg_sync_shifted) && !slow_clk_calc) || ((count == divisor_reg_sync_shifted-1) && slow_clk_calc))
                                    begin
                                        count <= 0;                              
                                        slow_clk_calc <= ~slow_clk_calc;         
                                    end
                                else 
                                    count <= count + 1;                          
                            end     
                        else            
                            count <= count + 1;                                  
                    end
            end
endmodule
==> design/flow/run.sh <==
#!/bin/bash
# OpenROAD 26Q1-2900-gdf79404cd8, Yosys 0.63+post, stock flow scripts
make -C /OpenROAD-flow-scripts/flow DESIGN_CONFIG=/design/flow/config.mk WORK_HOME=/design/flow/orfs finish
==> design/flow/config.mk <==
export PLATFORM = sky130hd
export DESIGN_NAME = down_clk
export DESIGN_NICKNAME = down_clk
export VERILOG_FILES = /design/flow/design.v
export SDC_FILE = /design/flow/constraint.sdc
export NUM_CORES = 4
export LEC_CHECK = 1
export CORE_UTILIZATION = 30
==> design/flow/constraint.sdc <==
current_design down_clk

set clk_period 5.4
set clk_io_pct 0.2

create_clock -name clk0 -period $clk_period [get_ports {chosen_clk}]

set non_clock_inputs [all_inputs -no_clocks]
set_input_delay [expr $clk_period * $clk_io_pct] -clock clk0 $non_clock_inputs
set_output_delay [expr $clk_period * $clk_io_pct] -clock clk0 [all_outputs]
==> GITHUB_STEP_SUMMARY <==
### Yosys + OpenROAD results

| Metric | Value |
|---|---|
| Row cnt | `29` |
| Post-Synth XOR/XNOR Area | `0.1458` |
| Fin. Hold Viols | `0` |
| Count of warning messages emitted by the tools | `28` |
| Final count of negative-setup-slack endpoints | `0` |
| Synthesis Warnings | `1` |
| Clock-pin slew of the registers on the worst-case setup and hold paths | `0.06 ns` |
| Number of pins exceeding their max-slew limit in the final report | `0` |
| # IOs | `19` |
| Maximum number of pins on one net before global-route repair | `33` |
| Synthesized flop and latch total | `32` |
| Async set-or-reset flop fraction in the synthesized netlist | `1.000` |
| Vias per inst | `about 5.2` |
| Run status | `finished, final reports clean` |
| Arrival @ worst endpoint | `about 3.4 ns` |
| Routed Wire Length | `between 4 and 5 mm` |
| Number of global-route vias before repair | `approximately 1500` |
| Sw Share | `0.2997` |
| Slew at the pin closest to its max-slew limit | `0.7716 ns` |
| Type of the worst setup path | `clock port to output pin` |
| P_leak | `0.9550 nW` |
| Most used cells in the layout excluding fill and tap cells | `32 x dfrtp_1, 18 x xor2_1, 18 x clkdlybuf4s50_1` |
| DRC marker count from the first detailed-route iteration | `around 120` |
| Number of nets with antenna violations after detailed routing | `0` |
| DRC errors left | `0` |
| Proportion of power drawn by flip-flops and latches | `0.432` |
| EDFF count, synth | `0` |
| Complex-gate fraction of the synthesized area | `0.09975` |
| Sequential cell area fraction in the yosys report | `0.4040` |
| Clock tree from TritonCTS | `yes` |
| Logic gate share of total power | `0.185` |
| Clock network fraction of total power | `0.383` |
| Number of vias in the routed layout | `1577` |
| Worst-case headroom to the max-slew limit | `0.4840` |
| Total routing usage reported by global routing | `0.1383` |
| Die W | `83.28 µm` |
| Pre-Place Util | `0.3121` |
| Core region area | `6350 µm²` |
| CP required | `4.32 ns` |
| Cts repair resizes | `0` |
| Max-cap violations | `0` |
| Simple-Gate Fraction of Synth Area | `0.3024` |
| Insertion delay of the later-clocked pin in the worst-skew pair | `0.39 ns` |
| Wire length per cell | `14.52 µm` |
| Final RePlAce weighted congestion | `0.8911` |
| Min-delay worst type | `flop to flop` |
| First-pass iteration count of the detailed router | `4` |
| Total length of routed met3 wires | `~250 µm` |
| Inserted Diodes | `0` |
| Instance area at placement | `2230 µm²` |
| Mapped Avg Cell Area | `9.621 µm²` |
| Total negative slack for setup checks | `0 ns` |
| Estimated wirelength of the detail-placed design | `3.218 mm` |
| Synth-to-Final Area Change | `20.01%` |
| Maximum resistive drop on vdd | `~0.20 mV` |
| Final standard cell utilization of the core | `0.3746` |
| Area fraction in mux cells | `0` |
| Endpoint class of the critical path | `output pin` |
| Final Total Pwr | `roughly 0.74 mW` |
| GR Overflow Total | `0` |
| Leading cell type in the layout, fill and taps excluded | `dfrtp_1` |
| P_sw | `0.2211 mW` |
| Global-route wire length before repair | `7.486 mm` |
| Summed instance area of the synthesized netlist | `~2000 µm²` |
| Adder Area Share | `0.01263` |
| Worst Slack Setup Final | `0.8955 ns` |
| Cell Int Power | `0.5166 mW` |
| Number of hold buffers added after CTS | `0` |
| Chip area line of the yosys report | `about 2000 µm²` |
| Met1 routed wirelength after detailed routing | `roughly 2.1 mm` |
| Share of cells above drive strength 1 | `0.1228` |
| Yosys cell count | `approximately 200` |
| Most common reg cell | `dfrtp_1` |
| Setup Fix Bufs, Post-CTS | `0` |
| Count of input and output buffers | `18` |
| RSZ-0062 raised after global routing | `no` |
| Maximum net fanout on the critical path | `2` |
| Number of antenna violations at the first check in global routing | `0` |
| Main logic family after synthesis | `simple AND/OR/NAND/NOR gates` |
| Final non-filler cell area | `2379 µm²` |
| Cell count after synthesis | `206` |
| Distinct lib cells used | `50` |
| Die Height | `83.28 µm` |
| Highest metal used | `met4` |
| Fin Clk Skew | `0.008711 ns` |
| Post-Place Worst Slack | `1.166 ns` |
| Overall die area | `6936 µm²` |
| Met2 layer wire length in the routed design | `between 2 and 2.5 mm` |
| Power density normalized to cell area | `310.1 nW/µm²` |
| Type of origin of the critical path | `clock port` |
[cells in the mapped netlist (2+ instances only)]
master | instances | area share
nor3_2 | 10 | 0.051
a21oi_1 | 3 | 0.0076
o31ai_1 | 2 | 0.0076
ha_1 | 2 | 0.013
nor2b_1 | 2 | 0.0063
or4_1 | 2 | 0.0076
dfrtp_1 | 32 | 0.40
xor2_1 | 18 | 0.080
nor3_1 | 10 | 0.025
nand4_1 | 3 | 0.0095
buf_2 | 5 | 0.013
nor2_1 | 12 | 0.023
nand2b_1 | 3 | 0.0095
nand3_1 | 8 | 0.020
nor4_1 | 10 | 0.032
xnor2_1 | 15 | 0.066
and2_1 | 2 | 0.0063
a21boi_0 | 2 | 0.0076
o211ai_1 | 2 | 0.0076
or3_1 | 3 | 0.0095
nand3b_1 | 2 | 0.0076
nand4b_1 | 2 | 0.0088
o21ai_0 | 5 | 0.013
a211oi_1 | 2 | 0.0076
inv_1 | 5 | 0.0095
clkbuf_1 | 4 | 0.0076
nand2_1 | 17 | 0.032
[power by group through the flow]
stage / Clock [mW] / Combinational [mW] / Sequential [mW]
5_1_grt: 0.304 / 0.153 / 0.322
4_1_cts: 0.294 / 0.137 / 0.318
6_report: 0.282 / 0.137 / 0.319
[metrics by stage]
stage	hold WS [ns]	instances
floorplan	0.5266	206
global placement	0.5694	294
detailed placement	0.5710	294
CTS	0.5858	305
global route	0.6556	305
finish	0.5831	305
[worst max-delay path: stages]
cell and delay (ns):
clkbuf_8 0.11, clkbuf_8 0.12, nand2_1 0.05, nand2_1 0.05, clkdlybuf4s50_1 0.39
[cell type report]
class	instances	area, µm²
timing repair buffer	20	192.7
inverter	5	18.77
fill	618	3971
multi-input combinational	159	1111
tap	77	96.34
clock inverter	2	35.03
sequential	32	800.8
clock buffer	10	123.9
[cells by family after synthesis]
| kind of cell | count (synthesis) |
|---|---|
| AND-OR/OR-AND | 27 |
| XOR/XNOR | 33 |
| adder cells (fa/ha/maj) | 2 |
| buffers and inverters | 15 |
| flip-flops | 32 |
| AND/OR/NAND/NOR | 97 |
[worst paths after layout]
path                                       from                   end  slack [ns]  cells after the start
setup reg to reg           divisor_reg_sync[10]              count[0]        2.44                      6
setup / recovery                     chosen_clk              slow_clk        0.90                      5
max in group asynchronous              i_wb_rst   divisor_reg_sync[3]        4.03                      3
hold reg to reg                   slow_clk_calc         slow_clk_calc        0.58                      2
hold / removal                    slow_clk_calc         slow_clk_calc        0.58                      2
min in group asynchronous              i_wb_rst  divisor_reg_sync[14]        1.06                      3
[metal layers]
metal | vias to the layer above | GRT usage
met2 | 46 | 0.1997
li1 | 788 | -
met3 | 4 | 0.03229
met5 | - | 0
met4 | 0 | 0.01724
met1 | 739 | 0.2224
[sequential cells by signal (all words and copies together) (netlist names)]
| register | flops |
|---|---|
| count | 15 |
| slow_clk_calc | 1 |
| divisor_reg_sync | 16 |
Power is estimated from default activity; no workload was simulated.
