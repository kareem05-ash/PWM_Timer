===== design.v =====
module pwm
(
        input wire chosen_clk,                                   
        input wire rst,                                          
        input wire pwm_en,                                       
        input wire DC_sel,                                       
        input wire [15:0] i_DC,                                  
        input wire [15:0] counter,                               
        input wire [15:0] period_reg,                            
        input wire [15:0] DC_reg,                                
        output wire pwm                                          
);
        reg [15:0] period_reg_sync;
        reg [15:0] DC_reg_sync;
        reg pwm_en_sync;
        reg DC_sel_sync;
        reg pwm_calc;                                            
        wire [15:0] DC;                                          
        assign DC = DC_sel_sync? i_DC : DC_reg_sync;
        assign pwm = (DC > period_reg_sync)? chosen_clk : pwm_calc;
        always@(posedge chosen_clk or posedge rst) begin
            if(rst) begin
                period_reg_sync <= 0;
                DC_reg_sync <= 0;  
                pwm_en_sync <= 0;
                DC_sel_sync <= 0; 
            end else begin
                period_reg_sync <= period_reg;
                DC_reg_sync <= DC_reg;
                pwm_en_sync <= pwm_en;
                DC_sel_sync <= DC_sel; 
            end
        end
        always@(posedge chosen_clk or posedge rst) begin
            if(rst) begin
                pwm_calc <= 1'b0;
            end else if(pwm_en_sync) begin
                if(counter < period_reg_sync) begin
                    pwm_calc <= (counter < DC)? 1'b1 : 1'b0;
                end else begin
                    pwm_calc <= 1'b0;            
                end  
            end
        end
endmodule

===== run.sh =====
#!/bin/bash
# OpenROAD 26Q1-2900-gdf79404cd8, Yosys 0.63+post, stock flow scripts
make -C /OpenROAD-flow-scripts/flow DESIGN_CONFIG=/design/flow/config.mk WORK_HOME=/design/flow/orfs finish

===== config.mk =====
export PLATFORM = sky130hd
export DESIGN_NAME = pwm
export DESIGN_NICKNAME = pwm
export VERILOG_FILES = /design/flow/design.v
export SDC_FILE = /design/flow/constraint.sdc
export NUM_CORES = 4
export LEC_CHECK = 1
export CORE_UTILIZATION = 40

===== constraint.sdc =====
current_design pwm

set clk_period 6.2
set clk_io_pct 0.2

create_clock -name clk0 -period $clk_period [get_ports {chosen_clk}]

set non_clock_inputs [all_inputs -no_clocks]
set_input_delay [expr $clk_period * $clk_io_pct] -clock clk0 $non_clock_inputs
set_output_delay [expr $clk_period * $clk_io_pct] -clock clk0 [all_outputs]

==> run notes <==
run metrics: mux cell area share after synthesis=7.97%, Worst setup EP type=primary output, simple share=8.27%, Avg Cell Area, Syn=10.6 µm², Total Die Area=0.00567 mm², fraction of layout cells with a size suffix above 1=6.41%, Peak VDD IR=139 µV, Hold Crit Class=reg -> reg, Post-synth seq share=40.7%, AND-OR/OR-AND Cells, Area Fraction=10.2%, # hold bufs at CTS=0, Area contributors post-synth=dfrtp_1 (41%), ha_1 (27%), mux2i_1 (7.5%), inv_1 (4.5%), a21oi_1 (4.2%), GPL Wtd Cong=0.801, ys flops=35, Layout Cells excl Fill=351, max-slew violations=0, Critical Path RT=4.96 ns, area delta synth->final=41.9%, total grt overflow=0, vias per cell=4.72, crit path launch type=clock port, ys cells=202, I/O pin count=69, RSZ-0062 raised after global routing=no, worst clock skew=0.00255 ns, cells along the critical path=clkbuf_8 -> clkbuf_8 -> mux2_1 -> clkdlybuf4s50_1, Finished Cell Area=0.00305 mm², largest net degree at the start of global routing=36, synth unique cells=28, DPL Wire Length=3.49 mm, WS Path Type=clk -> out, # setup viols final=0, Placed Area=0.00292 mm², setup_tns=0 ns, Syn Std Cell Area=0.00215 mm², Yosys top cell by area=dfrtp_1, crit-path max cell delay=0.41 ns, Yosys chip area=0.00215 mm², GRT Overall Usage=16.8%, Top Layout Cells=clkdlybuf4s50_1 (68), ha_1 (46), dfrtp_1 (35), DP Cell Count=340, Layout Utilization=59.3%, CTS tree=done, Worst slew margin=70.2%, die y size=75.3 µm, DR DRC count=0, # rows=26, count of tool warnings=27, first-pass GRT wire length=6.96 mm, DR vias=1658, final hold violations=0, post-CTS resize count=0, Routed Antenna Nets=0, post-synth top area share=40.7%, max_cap viols=0, antenna violations before repair=0, Adder Share, Synth=26.8%, total leakage power=0.00148 µW, first-pass iteration count of the detailed router=4, Top cell excl fill/tap=clkdlybuf4s50_1, Diodes inserted=0, Die Wd=75.3 µm, worst slack, placed=1.15 ns, pwr/cell area=198 mW/mm², Fillers=493, wire per inst=12.4 µm, worst-path maximum fanout=2, Init Core Util=41.8%, Iter 0 DRT Violations=49, PortBufs=68, Worst EP arrival=4.03 ns, most used cell, CP=clkbuf_8, status=complete, no violations, Worst-path clk slew=0.08 ns, final wirelength=4.36 mm, clock insertion delay at the later pin of the skew report=0.39 ns, slowest CP cell=clkdlybuf4s50_1, core footprint=0.00514 mm², Syn Inst Count=202, comb area leader=adder cells, synth warn=1, Post CTS Setup Buffer Count=0, min setup slack post-route=0.928 ns, vias in the first global route=1618, worst slew pin tran=0.447 ns, xor+xnor area frac=0%
==> where the power goes <==
group	internal (µW)	total, µW	switching (µW)	leakage [µW]
logic	75.7	134	58.8	0.00100
registers	240	244	3.66	0.000409
clock network	127	225	97.5	0.0000702
==> final timing paths <==
path                       cells past startpoint   startpoint            endpoint  slack, ns
min in group asynchronous                      3          rst         DC_sel_sync       1.24
setup reg to reg                               8  DC_sel_sync            pwm_calc       3.85
max in group asynchronous                      3          rst  period_reg_sync[6]       4.64
hold reg to reg                                2     pwm_calc            pwm_calc       0.52
hold / removal                                 2     pwm_calc            pwm_calc       0.52
setup / recovery                               4   chosen_clk                 pwm       0.93
==> sequential cells by signal, indices dropped and copies added (netlist names) <==
signal and cells:
DC_reg_sync 16, period_reg_sync 16, DC_sel_sync 1, pwm_calc 1, pwm_en_sync 1
==> layer usage <==
metal	wire length, µm	up-vias	track usage (%)	part of all wire [%]
met2	1930	44	26.3	44
met4	71	0	3.29	1.6
li1	-	868	-	-
met1	2120	739	24.5	49
met5	0	-	0	0
met3	239	7	4.16	5.5
==> critical path, delay by kind of cell <==
family | cells | cell delay (ns)
muxes | 1 | 0.30
buffers and inverters | 3 | 0.63
==> synthesized netlist by cell type <==
cell type and n:
nand3_1 3, or2_0 1, a21oi_1 18, buf_4 1, o21a_1 1, nand4_1 8
inv_2 5, o21ai_1 3, nor2_1 6, a21o_1 3, o211ai_1 1, a2111oi_0 1
buf_2 1, ha_1 46, o221a_1 1, o21ai_0 5, mux2i_1 16, nor3_1 1
mux2_1 1, o41ai_1 2, and4_1 1, inv_1 26, nand2b_1 1, or3_1 2
nand2_1 7, dfrtp_1 35, nor2b_1 4, a211oi_1 2
==> final cells by class <==
class	instances	area [µm²]	share of cell area [%]
clock buffer	9	120	3.94
clock inverter	3	20.0	0.656
inverter	31	116	3.81
multi-input combinational	134	1140	37.5
sequential	35	876	28.7
tap	70	87.6	2.87
timing repair buffer	69	686	22.5
==> per-stage QoR <==
step | power (µW) | hold WS (ns)
floorplan | 321 | 0.447
global placement | 392 | 0.476
detailed placement | 393 | 0.477
CTS | 615 | 0.518
global route | 646 | 0.567
finish | 603 | 0.516
==> cells by family (layout without fill, tap and decap cells) <==
kind of cell / Yosys count / count (layout)
AND-OR/OR-AND: 37 / 37
adder cells (fa/ha/maj): 46 / 46
buffers and inverters: 33 / 112
flip-flops: 35 / 35
multiplexers: 17 / 17
AND/OR/NAND/NOR: 34 / 34
Power and IR drop assume default switching activity.
