==> /design/flow/design.v <==
module wb_slave#
(   
        parameter num_ch = 4,                            
        parameter mem_width = 16,                        
        parameter mem_depth = 4 * num_ch,                
        parameter adr_width = 16                         
)   
(   
        input wire i_wb_clk,                             
        input wire i_wb_rst,                             
        input wire i_wb_cyc,                             
        input wire i_wb_stb,                             
        input wire i_wb_we,                              
        input wire [num_ch-1:0] irq_flag,                
        input wire [adr_width-1:0] i_wb_adr,             
        input wire [mem_width-1:0] i_wb_data,            
        output reg o_wb_ack,                             
        output reg [mem_width-1:0] o_wb_data             
);  
        reg [mem_width-1:0] regfile [0:mem_depth-1];     
        integer i;                                       
        always@(posedge i_wb_clk or posedge i_wb_rst) begin
            if (i_wb_rst) begin
                    o_wb_ack <= 0;
                    o_wb_data <= 0; 
                    for(i=0; i<mem_depth; i=i+1) begin
                        regfile[i] <= 0;                 
                    end
            end else begin
                for(i=0; i<num_ch; i=i+1) begin
                    if(irq_flag[i]) regfile[4*i + 0][5] <= 1;
                end
                if(i_wb_cyc && i_wb_stb && (i_wb_adr < mem_depth)) begin
                    if(i_wb_we) begin                   
                        regfile[i_wb_adr] <= i_wb_data; 
                        o_wb_ack <= 1;                   
                    end else begin                      
                        o_wb_data <= regfile[i_wb_adr];
                        o_wb_ack <= 1;                   
                    end 
                end else begin
                o_wb_ack <= 0;                           
                end
            end
        end
endmodule
==> /design/flow/run.sh <==
#!/bin/bash
# OpenROAD 26Q1-2900-gdf79404cd8, Yosys 0.63+post, stock flow scripts
make -C /OpenROAD-flow-scripts/flow DESIGN_CONFIG=/design/flow/config.mk WORK_HOME=/design/flow/orfs finish
==> /design/flow/config.mk <==
export PLATFORM = sky130hd
export DESIGN_NAME = wb_slave
export DESIGN_NICKNAME = wb_slave
export VERILOG_FILES = /design/flow/design.v
export SDC_FILE = /design/flow/constraint.sdc
export NUM_CORES = 4
export LEC_CHECK = 1
export CORE_UTILIZATION = 50
==> /design/flow/constraint.sdc <==
current_design wb_slave

set clk_period 2.4
set clk_io_pct 0.2

create_clock -name clk0 -period $clk_period [get_ports {i_wb_clk}]

set non_clock_inputs [all_inputs -no_clocks]
set_input_delay [expr $clk_period * $clk_io_pct] -clock clk0 $non_clock_inputs
set_output_delay [expr $clk_period * $clk_io_pct] -clock clk0 [all_outputs]
==> impl_results.rst <==
Synthesis and place-and-route
=============================

.. list-table::
   :header-rows: 1

   * - Metric
     - Value
   * - Count leader, synth
     - dfrtp_1
   * - Antenna violations before repair
     - 0
   * - Length in cells of the worst reg-to-reg path
     - 4
   * - Cell taking the most area after synthesis
     - dfrtp_1
   * - Final GP Congestion
     - 0.9355
   * - Leakage
     - 7.321 nW
   * - Final-layout worst hold slack
     - 0.2720 ns
   * - Overflow after GRT
     - 0
   * - Required time at the endpoint of the critical path
     - 2.83 ns
   * - Sw frac
     - 22.35%
   * - CP max-delay cell
     - a222oi_1
   * - Met3 usage
     - 10.79%
   * - Largest stage delay on the critical path
     - 0.71 ns
   * - Standard cell area after detailed placement
     - 14380 um^2
   * - Tightest slew margin relative to the limit
     - 42.34%
   * - Critical path, cell by cell
     - clkdlybuf4s50_1 -> buf_4 -> buf_4 -> nor2b_1 -> a22o_1 -> a222oi_1 -> o2111ai_2 -> a22o_1
   * - Yosys top cell area share
     - 55.26%
   * - Maximum ir drop on the vdd rail
     - 524.5 uV
   * - Die outline width
     - 159.2 um
   * - Post-layout period usage of the worst path
     - 98.23%
   * - Tool warnings
     - 26
   * - Synth Instances
     - 948
   * - Area reported by Yosys stat
     - 12360 um^2
   * - H-Tree Level Count
     - 1
   * - Cells taking the most area after synthesis
     - dfrtp_1 (55%), mux2_2 (24%), a22oi_1 (5.8%)
   * - Met2 capacity usage during global routing
     - 38.78%
   * - List of most frequent post-synthesis cells
     - dfrtp_1 (273), mux2_2 (268), a22oi_1 (95)
   * - Source-to-sink clock delay at the later pin of the worst-skew pair
     - 0.55 ns
   * - Aggregate negative setup slack
     - 0 ns
   * - Critical Path Fanout Max
     - 8
   * - Switching power summed over all nets
     - 2.155 mW
   * - Final Max-Slew Violation Tally
     - 0
   * - Final non-filler cell area
     - 15470 um^2
   * - First-pass iteration count of the detailed router
     - 5
   * - Internal Dissipation
     - 7.487 mW
   * - Power density over cell area
     - 623.2 nW/um^2
   * - Cell count listed in synth_stat.txt
     - 948
   * - Clock buffer count from CTS
     - 29
   * - Tally of unique sky130hd cells used after synthesis
     - 51
   * - Fill cells
     - 1756
   * - Critical Path Start Type
     - input port
   * - Minimum period implied by the final worst setup slack
     - 2.358 ns
   * - Chip footprint
     - 25360 um^2
   * - Share of power burned in combinational logic
     - 5.8%
   * - Power share of the sequential group
     - 47.8%
   * - Detail Route Antenna Nets
     - 0
   * - Antenna diode count
     - 0
   * - Register-to-register setup slack
     - 0.52 ns
   * - Fraction of registers with async set/reset
     - 100.0%
   * - Max capacitance violation total
     - 0
   * - Worst Skew
     - 0.01135 ns
   * - Area of the core
     - 24250 um^2
   * - CTS tree
     - done
   * - Average cell area after synthesis
     - 13.04 um^2
   * - Total vias in the final route
     - 8276
   * - Pin slew with the least headroom to its limit
     - 0.8623 ns
   * - Std-Cell Rows
     - 57
   * - Worst Setup End Kind
     - flip-flop
   * - Layout overhead on the synthesized area
     - 25.15%
   * - GRT busiest layer
     - met1
   * - Final Hold Fails
     - 0
   * - Worst R2R End
     - o_wb_data[15]
   * - Hold Path Class
     - in2async
   * - Top achievable clock speed
     - 0.4242 GHz
   * - Type of the worst setup path
     - in2reg
   * - Detailed-route wire length
     - 32240 um
   * - Number of flops mapped to enable cells by yosys
     - 0
   * - Beginning of the worst register-to-register path
     - regfile[3][15]
   * - Deepest clock path buffer count
     - 3
   * - RSZ-0062 raised after global routing
     - no
   * - Cell Area, Synth
     - 12360 um^2
   * - Number of DRC markers in iteration 0
     - 436
   * - Ratio of routed vias to standard cells
     - 5.903
   * - Via count of the first global-routing pass
     - 8809
   * - Clock slew at the register clock pins of the worst setup and hold paths
     - 0.06 ns
   * - Number of clock sinks
     - 273
   * - CTS Hold Bufs
     - 0
   * - Arrival time worst endpoint
     - 2.79 ns
   * - Outcome
     - finished, final reports clean
   * - Pin count of the biggest net entering global routing
     - 74
   * - Relative contribution of the clock network to total power
     - 46.4%
   * - GRT Total Usage
     - 27.87%
   * - Final setup violation count
     - 0
   * - Routed length per instance
     - 23.00 um
   * - MI comb area
     - 5456 um^2
   * - DRC Markers
     - 0
   * - Global-route met1 utilization
     - 45.15%
   * - # port buffers
     - 57
   * - Global-route wire length before repair
     - 51750 um
   * - Fraction of final layout cells sized beyond drive strength 1
     - 41.37%
   * - Post-detail-place hpwl
     - 22170 um
   * - Number of register bits inferred by synthesis
     - 273
   * - Count of yosys warnings during synthesis
     - 2
   * - Clock Tree Root
     - clkbuf_16
   * - Dominant register cell in the synthesized netlist
     - dfrtp_1
   * - Die extent in y
     - 159.2 um
   * - Pre-placement core utilization
     - 50.98%
   * - Share of the yosys chip area belonging to registers
     - 55.26%
   * - Register area
     - 6832 um^2
   * - Io pins
     - 58
==> cell usage in the layout, fill, tap and decap left out, types with 3 or more instances in the layout <==
cell             count
dfrtp_1            273
mux2_2             197
a22oi_1             95
buf_4               77
mux2_4              71
clkdlybuf4s50_1     48
clkbuf_16           30
buf_12              29
nand2_1             28
o22ai_1             26
nor2_1              26
nand2b_1            18
o31ai_1             15
o221ai_1            13
nor3_1              12
nor2b_1             10
clkbuf_8             9
o21ai_0              8
dlymetal6s2s_1       7
and3b_1              6
and3_1               6
clkinv_2             6
nor2_4               5
clkbuf_1             4
nor3b_1              3
or4_4                3
nand4_1              3
a22o_1               3
==> worst max path at each step <==
stage | startpoint | endpoint | cells after the start
after CTS | i_wb_adr[15] | regfile[1][13] | 9
after global routing | i_wb_adr[2] | o_wb_data[14] | 8
final | i_wb_adr[3] | o_wb_data[15] | 8
==> critical path, delay by kind of cell <==
kind / cells / cell delay, ns
AOI/OAI and AO/OA: 4 / 1.41
buffers and inverters: 3 / 0.82
and+or+nand+nor: 1 / 0.07
==> power groups by stage <==
stage     Sequential, mW  Combinational [mW]  Clock (mW)
4_1_cts             4.60               0.563        4.57
5_1_grt             4.60               0.609        4.76
6_report            4.60               0.559        4.48
==> layout make-up <==
| type | count | share of cell area, % |
|---|---|---|
| Inverter | 3 | 0.09705 |
| Clock inverter | 10 | 0.6874 |
| Timing Repair Buffer | 166 | 11.58 |
| Tap cell | 324 | 2.620 |
| Multi-Input combinational cell | 584 | 35.27 |
| Clock buffer | 42 | 5.588 |
| Sequential cell | 273 | 44.16 |
==> repair_timing <==
| action | CTS | global route |
|---|---|---|
| buffers inserted | 0 | 1 |
| pin swaps | 0 | 5 |
| setup endpoints to repair | 1 | 173 |
| resized | 1 | 21 |
| hold endpoints to repair | 0 | 0 |
| gates cloned | 0 | 1 |
==> cell families (layout without fill, tap and decap cells) <==
logic type	count (synthesis)	after routing	share of synthesized area (%)
buffers and inverters	91	221	3.219
DFF	273	273	55.26
and+or+nand+nor	137	137	6.397
muxes	270	270	24.57
AOI/OAI and AO/OA	177	177	10.55
==> state kept, by name, summed over array words and instances (netlist names) <==
register   flops
o_wb_ack       1
regfile      256
o_wb_data     16
==> per-layer routing <==
layer / part of all wire, % / up-vias
met5: 0 / -
met3: 8.8 / 42
li1: - / 3754
met4: 1.4 / 0
met2: 43 / 239
met1: 47 / 4241
==> metrics by stage <==
stage	instances	utilization, %	setup WS, ns	power, mW
3_3_place_gp	1348	59.31	-0.5673	5.238
3_5_place_dp	1348	59.31	-0.5650	5.250
4_1_cts	1400	63.31	0.0006719	9.737
6_report	1402	63.80	0.04242	9.642
5_1_grt	1402	63.80	0.008832	9.971
2_1_floorplan	948	-	-1.689	4.937
No activity file was given, so power comes from the tool's default toggle rates.
